==> flow/design.v <==
`timescale 1ns / 1ps
module apb_slave #(
   parameter DW = 32 ,   
   parameter AW = 5      
)
(
   input  logic pclk,  
   input  logic presetn,  
   input  logic [AW-1:0] i_paddr,  
   input  logic i_pwrite,  
   input  logic i_psel,  
   input  logic i_penable,  
   input  logic [DW-1:0] i_pwdata,  
   input  logic [(DW/8)-1:0] i_pstrb,   
   output logic [DW-1:0] o_prdata,  
   output logic o_pslverr,  
   output logic o_pready,  
   output logic o_hw_ctl,   
   input  logic i_hw_sts    
);
localparam SW = DW / 8;   
localparam ADDR_LSB = $clog2(DW/8);
localparam N_REG    = 2**(AW-ADDR_LSB);  
typedef enum logic [1:0] { 
   IDLE     = 2'b00, 
   W_ACCESS = 2'b01, 
   R_ACCESS = 2'b10 
} state_t;
state_t state_ff, nxt_state;
logic [DW-1:0] apb_reg[3];    
logic [AW-1-ADDR_LSB:0] paddr;
logic req_rd, req_wr;
logic [DW-1:0] read_data;
logic [DW-1:0] ro_reg3, ro_reg4;
logic wr_err;
assign req_rd = i_psel && ~i_pwrite;
assign req_wr = i_psel &&  i_pwrite;
assign paddr  = i_paddr [AW-1:ADDR_LSB];
assign ro_reg3 = 32'hDEAD_BEEF;
assign ro_reg4 = i_hw_sts;
assign o_hw_ctl = apb_reg[0];
assign wr_err = (req_wr && (paddr == 3 || paddr == 4));
assign o_pslverr = wr_err;
always_comb begin
   case (state_ff)
      IDLE: begin
         if (req_wr && i_penable) 
            nxt_state = W_ACCESS;
         else if (req_rd && i_penable) 
            nxt_state = R_ACCESS;
         else 
            nxt_state = IDLE;
      end
      W_ACCESS: nxt_state = IDLE;
      R_ACCESS: nxt_state = IDLE;
      default:  nxt_state = IDLE;
   endcase
end
always_ff @(posedge pclk or negedge presetn) begin   
   if (!presetn) begin      
      state_ff  <= IDLE;
   end   
   else begin       
      state_ff  <= nxt_state;
   end
end
always_ff @(posedge pclk or negedge presetn) begin   
   if (!presetn) begin      
      apb_reg[0] <= '0;
      apb_reg[1] <= '0;
      apb_reg[2] <= '0;
      read_data  <= '0;
   end   
   else if (req_wr && i_penable && !wr_err) begin
      case (paddr)
         0 : apb_reg[0] <= i_pwdata;
         1 : apb_reg[1] <= i_pwdata;
         2 : apb_reg[2] <= i_pwdata;
         default: ;
      endcase
   end
   else if (req_rd && i_penable) begin
      case (paddr)
         0 : read_data <= apb_reg[0];                     
         1 : read_data <= apb_reg[1];
         2 : read_data <= apb_reg[2];
         3 : read_data <= ro_reg3;
         4 : read_data <= ro_reg4;
         default : read_data <= '0;                
      endcase
   end
end
always_ff @(posedge pclk or negedge presetn) begin
   if (!presetn) begin
      o_pready  <= 1'b0;
      o_prdata  <= '0;
   end
   else begin
      case (state_ff)
         IDLE: o_pready <= 1'b0;
         W_ACCESS: o_pready <= 1'b1;
         R_ACCESS: begin
            o_prdata <= read_data;
            o_pready <= 1'b1;
         end
         default: o_pready <= 1'b0;
      endcase
   end
end
endmodule
==> flow/run.sh <==
#!/bin/bash
# OpenROAD 26Q1-2900-gdf79404cd8, Yosys 0.63+post, stock flow scripts
make -C /OpenROAD-flow-scripts/flow DESIGN_CONFIG=/design/flow/config.mk WORK_HOME=/design/flow/orfs finish
==> flow/config.mk <==
export PLATFORM = sky130hd
export DESIGN_NAME = apb_slave
export DESIGN_NICKNAME = apb_slave
export VERILOG_FILES = /design/flow/design.v
export SDC_FILE = /design/flow/constraint.sdc
export NUM_CORES = 4
export LEC_CHECK = 1
export CORE_UTILIZATION = 50
==> flow/constraint.sdc <==
current_design apb_slave

set clk_period 3.7
set clk_io_pct 0.2

create_clock -name clk0 -period $clk_period [get_ports {pclk}]

set non_clock_inputs [all_inputs -no_clocks]
set_input_delay [expr $clk_period * $clk_io_pct] -clock clk0 $non_clock_inputs
set_output_delay [expr $clk_period * $clk_io_pct] -clock clk0 [all_outputs]
==> impl_metrics.ini <==
; yosys + openroad results
[floorplan]
io_pins = 82
row_count = 42
die_y_um = 119
core-area_um2 = 13300
fp.dieArea_um2 = 14200
die_x_um = 119
initial_core_util_pct = 51.6

[power_and_ir_drop]
power_frac_seq_pct = 46.8
p_sw_share_pct = 22.4
irDropWorstVdd_mv = 0.333
internal-power_mw = 3.80
cellPowerDensity_nw_per_um2 = 581
p_comb_share_pct = 15.8
p_leak_nw = 3.91
netSwitchingPower_mw = 1.10
power_frac_clock_pct = 37.4

[global_route]
grt_max_degree = 96
grt_usage_pct = 21.9
grt-ovfl-total = 0
grt_pass1_wl_mm = 22.8
antenna_found_initial = 0
grt_pass1_vias = 4135

[logic_synthesis]
yosys_area_um2 = 6860
postSynthCellCount = 469
top_cell_area_share_pct = 59.5
area_leaders = dfrtp_1 (59%), mux2_2 (20%), mux2_4 (6.6%), o31ai_1 (2.5%), o22ai_1 (2.2%)
synth_area_um2 = 6860
synth_seq_share_pct = 59.9
numSynthFlops = 164
yosysUniqueCellTypes = 29
syn_avg_cell_area_um2 = 14.6
ys_warn_count = 2
synth-cells-yosys = 469
top_area_cell = dfrtp_1

[clock_tree]
clk_pin_slew_worst_paths_ns = 0.06
numCtsBuffers = 17
cts_tree = done
hold_buffers = 0
clockBufferDepth = 2
cts.sinks = 164
cts_resized = 0
post_cts_buffers = 0
htree_num_levels = 4
root_buffer = clkbuf_16
insertion_delay_ns = 0.42

[flow_run]
maxCapViolCount = 0
tool_warnings = 32

[sta]
max_freq_mhz = 332
hold_violations = 0
final.setup.tns_ns = 0
grt_setup_unrepaired = no
slew_viol_final = 0
period_needed_ns = 3.01
setup_viol = 0
tightest_slew_ns = 0.735
skew_ns = 0.00618
period_used_pct = 81.4
timing.slew.headroom_pct = 50.8

[worst_setup_path]
crit_path_top_delay_cell = clkdlybuf4s50_1
cp-start-kind = input pin
cpMostUsedCell = clkdlybuf4s50_1
crit_buf_inv = 3
required_ns = 2.96
reg2reg_depth = 2
worstPathArrival_ns = 2.27
r2r_end = o_prdata[16]
crit_chain = clkdlybuf4s50_1 > buf_4 > o22ai_1 > and3_1 > clkdlybuf4s50_1
crit_path_end_kind = output pin
r2r_slack_ns = 2.47
crit_path_max_fanout = 13
rr_startpoint = state_ff[1]
critical-path-top-delay-family = buffers and inverters
max_stage_delay_ns = 0.48
path_class = in -> out

[placement]
gp_congestion = 0.764
io_buffers = 75
hpwl_mm = 8.52

[drt]
drt_iter0_drc = 210
drt-total-wl_mm = 13.7
post_drt_wl_per_cell_um = 18.8
antenna_left = 0
dr.pass1.iters = 4
drcViolationCount = 0
viasPerCell = 5.47
antenna_cells = 0
vias = 4002

[layout]
regArea_um2 = 4110
synthToLayoutAreaGrowth_pct = 22.8
fillers = 986
drive_above_1_share_pct = 36.5
largest_reg_flops = 96
logic_area_um2 = 2590
fin_util_pct = 63.4

[min_path]
hp-class = in -> async

[outcome]
status = finished clean
[layer usage]
| layer | part of all wire (%) | GRT usage [%] |
|---|---|---|
| met5 | 0 | 0 |
| met4 | 1.1 | 2.69 |
| met3 | 7.9 | 6.85 |
| met2 | 39 | 28.4 |
| met1 | 52 | 39.2 |
[power by group through the flow]
stage / registers (mW) / logic [mW] / clock network, mW
global route: 2.34 / 0.855 / 1.95
CTS: 2.30 / 0.783 / 1.87
finish: 2.29 / 0.772 / 1.83
[placed cells by master (no fill, tap or decap), types with 6 or more instances in the layout]
master           instances
dfrtp_1                163
mux2_2                 120
mux2_4                  30
a22o_1                   8
clkbuf_16               17
buf_4                   14
nand2_1                 25
o31ai_1                 23
clkbuf_8                 6
mux2i_1                  9
o22ai_1                 24
clkdlybuf4s50_1         73
o2bb2ai_1                8
[per-stage QoR]
| step | hold WS, ns | setup slack (ns) | area, µm² | instances | power (mW) |
|---|---|---|---|---|---|
| after floorplan | 0.411 | 1.46 | 6860 | 469 | 2.72 |
| after global placement | 0.425 | 0.699 | 7790 | 700 | 3.07 |
| after detailed placement | 0.430 | 0.687 | 7790 | 700 | 3.10 |
| after CTS | 0.336 | 0.677 | 8420 | 732 | 4.95 |
| after global routing | 0.352 | 0.597 | 8420 | 732 | 5.14 |
| final | 0.311 | 0.688 | 8420 | 732 | 4.90 |
[cell families (layout without fill, tap and decap cells)]
| logic type | Yosys count | after routing | share of synthesized area (%) |
|---|---|---|---|
| compound gates | 66 | 66 | 7.02 |
| mux | 160 | 160 | 27.7 |
| flops | 164 | 164 | 59.9 |
| buf+inv | 37 | 124 | 2.55 |
| simple gates | 42 | 42 | 2.83 |
[worst reg2reg max path: stages (launching register included)]
cell	delay (ns)
dfrtp_1	0.32
buf_4	0.39
mux2_2	0.41
[synth_stat cells]
cell type	instances
a21oi_1	1
a22o_1	8
and3_1	1
buf_1	2
buf_2	11
buf_6	3
clkbuf_1	19
dfrtp_1	163
dfstp_2	1
inv_1	2
mux2_1	1
mux2_2	120
mux2_4	30
mux2i_1	9
nand2_1	25
nand2b_1	3
nand3_1	2
nand3b_1	1
nand4b_1	1
nor2_1	5
nor2b_1	1
nor3_1	1
nor3b_2	1
o21ai_0	1
o22ai_1	24
o2bb2ai_1	8
o31a_1	1
o31ai_1	23
or3_1	1
[worst max path at each step]
stage	startpoint	to	slack (ns)	cells after the start
CTS	i_paddr[4]	o_pslverr	0.68	5
global route	i_paddr[4]	o_pslverr	0.60	5
finish	i_paddr[4]	o_pslverr	0.69	5
[area by class of cell]
| cell class | instances | area share [%] |
|---|---|---|
| flip-flops and latches | 164 | 48.7 |
| multi-input cells | 268 | 30.7 |
| repair buffers | 90 | 10.4 |
| clock buffers | 23 | 6.03 |
| well taps | 176 | 2.61 |
| clock inverters | 9 | 1.46 |
| inverters | 2 | 0.0891 |
Power is estimated from default activity; no workload was simulated.
